[./design.v]
module mips_top(input clk,
    input bsf,
	 input [3:0] bs,
	 output [7:0] v,
	 output ldf,
	 output [3:0] ld);
	 wire [31:0] pc;
	 wire [31:0] instr;
	 instrmem instrmem(pc, instr);
	 wire bsf_debounced;
	 debounce_bsf debounce_bsf(clk, bsf, bsf_debounced);
	 assign ldf = bsf;
	 assign ld = bs;
	 wire dmem_we;
	 wire [31:0] dmem_addr;
	 wire [31:0] dmem_wd;
	 wire [31:0] dmem_rd;
	 datamem dmem(clk, dmem_we, dmem_addr, dmem_wd, dmem_rd,		  
		  bs, bsf_debounced, v);
	 mips mips(clk, 
	     pc, instr, 
		  dmem_we, dmem_addr, dmem_wd, dmem_rd);
endmodule
module timer
#(parameter delay_bit = 23)
(
    input clock,
    input reset,
    output finish
    );
    reg [delay_bit:0] counter;
    always @(posedge clock, posedge reset)
    begin
        if (reset)
            counter <= 0;
        else if (!counter [delay_bit])
            counter <= counter + 1;
    end
    assign finish = counter [delay_bit];
endmodule
module debounce_bsf(input clk, input bsf, output reg bsf_debounced);
    wire timer_part_second;
    reg timer_part_second_reset;
    timer part_second(.clock(clk), .reset(timer_part_second_reset),
        .finish(timer_part_second));
	 reg next_bsf;
    always @(*)
    begin
        timer_part_second_reset = 0;	
        if(timer_part_second)
		  begin
		      timer_part_second_reset = 1;
		      next_bsf = bsf;
		  end
	 end
	 always @ (posedge clk)
        bsf_debounced <= next_bsf;
endmodule
module traffic_light(
    input clk,
	 output [1:0] out_state
    );
    parameter state_green = 2'b00;
	 parameter state_yellow1 = 2'b01;
	 parameter state_red = 2'b10;
	 parameter state_yellow2 = 2'b11;
    reg [1:0] state, next_state;
	 wire timer_one_second;
	 reg timer_one_second_reset;
	 timer one_second(.clock(clk), .reset(timer_one_second_reset), 
	     .finish(timer_one_second));
	 always @(*)
	 begin
	     timer_one_second_reset = 0;		  
	     next_state = state;
	     case (state)
	         state_green:
				begin
				    if(timer_one_second)
					 begin
						  timer_one_second_reset = 1;
					     next_state = state_yellow1;
					 end
			   end
				state_yellow1:
				begin
				    if(timer_one_second)
					 begin
						  timer_one_second_reset = 1;
					     next_state = state_red;
					 end
			   end
		      state_red:
				begin
				    if(timer_one_second)
					 begin
						  timer_one_second_reset = 1;
					     next_state = state_yellow2;
					 end
				end
			   state_yellow2:
				begin
				    if(timer_one_second)
					 begin
						  timer_one_second_reset = 1;
					     next_state = state_green;
					 end
				end
	     endcase
	 end
	 always @ (posedge clk)
	    state <= next_state;
    assign out_state = state;
endmodule
module traffic_light_top(
    input clk,
	 output [0:2] ld
    );
	 parameter state_green = 2'b00;
	 parameter state_yellow1 = 2'b01;
	 parameter state_red = 2'b10;
	 parameter state_yellow2 = 2'b11;
	 wire [1:0] state;
	 traffic_light lights(.clk(clk), .out_state(state));
	 assign ld[0] = state == state_green ? 1 : 0;
	 assign ld[1] = (state == state_yellow1) | (state == state_yellow2) ? 1 : 0;
	 assign ld[2] = state == state_red ? 1 : 0;
endmodule
[./run.sh]
#!/bin/bash
# OpenROAD 26Q1-2900-gdf79404cd8, Yosys 0.63+post, stock flow scripts
make -C /OpenROAD-flow-scripts/flow DESIGN_CONFIG=/design/flow/config.mk WORK_HOME=/design/flow/orfs finish
[./config.mk]
export PLATFORM = sky130hd
export DESIGN_NAME = traffic_light_top
export DESIGN_NICKNAME = traffic_light_top
export VERILOG_FILES = /design/flow/design.v
export SDC_FILE = /design/flow/constraint.sdc
export NUM_CORES = 4
export LEC_CHECK = 1
export CORE_AREA = 10 10 93 93
export DIE_AREA = 0 0 103 103
[./constraint.sdc]
current_design traffic_light_top

set clk_period 1.0
set clk_io_pct 0.2

create_clock -name clk0 -period $clk_period [get_ports {clk}]

set non_clock_inputs [all_inputs -no_clocks]
set_input_delay [expr $clk_period * $clk_io_pct] -clock clk0 $non_clock_inputs
set_output_delay [expr $clk_period * $clk_io_pct] -clock clk0 [all_outputs]
==> changes_impl.md <==
## Flow update

* Worst EP required at 0.80 ns
* Slowest-stage cell, CP: edfxtp_1
* Dominant cell area share at 48.0%
* Setup Skew at 0.00242 ns
* Sequential cell area fraction in the yosys report at 52.7%
* Global placement routability congestion at 0.725
* Clk ins delay skew pair at 0.27 ns
* Max Slew Vio Count at 0
* GRT Overall Usage at 5.33%
* Cell taking the most area after synthesis: dfrtp_1
* Tmin final at 1.56 ns
* CP Launch Type: flip-flop
* Grt total ovfl at 0
* WHS Path Cells at 1
* H-tree depth at 1
* Chip area estimate from yosys synthesis at 1250 um^2
* TritonCTS clock tree: yes
* Max-cap violations at 0
* CP Max Fanout at 2
* Slew headroom at 78.5%
* CTS sink cnt at 26
* Vias in the first global route at 989
* Worst path cell trace: buf_6, ha_2, or2_4, buf_2
* Die width at 103 um
* Root Driver: clkbuf_8
* Violated checks: setup timing
* Final hold vios at 0
* FP Util at 18.5%
* WHS Endpoint: lights.one_second.counter[18]
* Total core area at 6760 um^2
* Ant diodes at 0
* Arrival time at the worst endpoint at 1.36 ns
* Leakage at 1.05 nW
* Largest net degree at the start of global routing at 16
* Power per cell area at 786 nW/um^2
* 1st-iter DRT viols at 11
* Worst slew pin tran at 0.321 ns
* Hold_sp: lights.one_second.counter[18]
* WL final at 2780 um
* HP Class: flip-flop to flip-flop
* Layout Cells excl Fill at 245
* Max Freq at 0.642 GHz
* Layout area overhead at 76.1%
* Number of enable flip-flop cells at 2
* Std-Cell Rows at 30
* Drt pass-1 iters at 4
* FF-to-FF path depth at 6
* Die area at 10600 um^2
* Post-synthesis area per instance at 12.7 um^2
* Synth Flop Type: dfrtp_1
* Clock Power Share at 38.8%
* Via count at 966
* Pint at 0.00141 W
* Fillcell total at 652
* Yosys reg bits at 26
* Comb power frac at 0%
* Post-Place Cells at 216
* Flop2flop setup slack at -0.53 ns
* Port Buffers at 3
* Final WS setup at -0.558 ns
* Distinct lib cells at 24
* # Cells Yosys at 99
* Final setup viols at 31
* Status: complete, but fails checks
* Unrepaired setup endpoints after global routing: yes
* Post-route ant nets at 0
* Mapped Cells at 99
* Async S/R FF share, synth at 92.3%
* Critical path endpoint category: output port
* Yosys warns at 3
* Vias/cell at 3.94
* Peak VDD IR at 0.762 mV
* Post-CTS Hold Fix Bufs at 0
* Crit Path Category: flip-flop to output port
* Routed len/inst at 11.4 um
* Top cells by area: dfrtp_1 48%, xnor2_1 10%, ha_1 6.0%, xor2_1 4.9%, edfxtp_1 4.8%
* Initial antenna violation count at 0
* Register share of total power at 61.2%
* Die height at 103 um
* Max incr delay on CP at 0.43 ns
* I/O pins at 4
* Dpl hpwl at 1540 um
* Final Core Density at 32.6%
* First-pass GRT wire length at 4700 um
* Max Root-Sink Buffers at 2
* Reg2reg end: lights.one_second.counter[22]
* RR Startpoint: lights.one_second.counter[1]
* Final Cycle Share at 156%
* Tool Warnings at 32
* Clock transition at path regs at 0.09 ns
* Clock buffer count from CTS at 3
* Post-Syn Area at 1250 um^2
* Remaining DRCs at 0
* Sw Share at 18.6%
* Share of layout cells above drive strength 1 at 64.2%
* Switching pwr at 0.000322 W
* Pre-CTS setup slack at -0.479 ns
power by group through the flow:
stage         registers [W]  clock network (W)        logic, W
CTS                 0.00106           0.000694  0.000000000616
global route        0.00106           0.000726  0.000000000673
finish              0.00106           0.000674  0.000000000673
layout make-up:
class	count	area, um^2	area share, %
Inverter	3	15.0	0.681
Multi-Input combinational cell	70	813	36.9
Timing Repair Buffer	62	562	25.5
Sequential cell	26	661	29.9
Tap cell	80	100	4.54
Clock buffer	4	55.1	2.50
routing by layer:
| metal | GRT usage (%) | wire length [um] | vias to the layer above |
|---|---|---|---|
| li1 | - | - | 479 |
| met1 | 7.99 | 1380 | 472 |
| met2 | 8.19 | 1280 | 11 |
| met3 | 0.677 | 95 | 4 |
| met4 | 0.856 | 31 | 0 |
| met5 | 0 | 0 | - |
placed cells by master, fill, tap and decap left out, drive strengths merged:
cell,instances
or3,1
xor2,7
buf,62
nor2,5
nand3b,1
nand4b,1
nand4,7
inv,2
and3,2
or2,2
xnor2,15
nand3,4
nand2,10
clkinvlp,1
clkbuf,4
nor3,1
and4,3
mux2,1
ha,6
o31ai,1
nor4,3
dfrtp,24
edfxtp,2
how the worst max path moves through the flow:
stage / startpoint / endpoint / slack, ns / depth (start not counted)
5_1_grt: lights.one_second.counter[1] / lights.one_second.counter[18] / -0.67 / 5
6_report: lights.state[0] / ld[1] / -0.56 / 4
4_1_cts: lights.state[0] / ld[1] / -0.54 / 4
critical path, delay by kind of cell (launching register included):
family,cells,cell delay (ns)
DFF,1,0.43
and+or+nand+nor,1,0.24
adders and majority gates,1,0.16
buffers and inverters,2,0.27
stage by stage:
stage / setup TNS (ns) / power, W / cell area (um^2) / hold slack [ns]
after floorplan: -6.67 / 0.00108 / 1300 / 0.365
after global placement: -9.08 / 0.00108 / 1690 / 0.454
after detailed placement: -9.28 / 0.00108 / 1690 / 0.460
after CTS: -10.38 / 0.00176 / 2070 / 0.475
after global routing: -13.93 / 0.00179 / 2210 / 0.510
final: -11.52 / 0.00173 / 2210 / 0.465
timing repair:
item	4_1_cts	5_1_grt
pin swaps	31	22
endpoints found under the setup margin	30	31
cloned	0	0
buffers inserted	23	13
gates resized	52	24
cells by family (layout without fill, tap and decap cells):
group / count (synthesis) / in the layout / synth area share [%]
multiplexers: 1 / 1 / 0.899
AND-OR/OR-AND: 1 / 1 / 0.600
flip-flops: 26 / 26 / 52.7
XOR/XNOR: 22 / 22 / 15.4
adder cells (fa/ha/maj): 6 / 6 / 5.99
AND/OR/NAND/NOR: 40 / 40 / 23.5
buffers and inverters: 3 / 69 / 0.899
synthesized netlist by cell type, drive strengths merged (2+ instances only):
| master | instances |
|---|---|
| ha | 6 |
| or2 | 2 |
| and4 | 3 |
| nand4 | 7 |
| nor2 | 5 |
| nand2 | 10 |
| xor2 | 7 |
| nand3 | 4 |
| nor4 | 3 |
| inv | 3 |
| dfrtp | 24 |
| and3 | 2 |
| edfxtp | 2 |
| xnor2 | 15 |
registers in the layout (all words and copies together) (netlist names):
| signal | flops |
|---|---|
| lights.one_second.counter | 24 |
| lights.state | 2 |
No activity file was given, so power comes from the tool's default toggle rates.
