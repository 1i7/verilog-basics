### flow/run.sh
#!/bin/bash
# OpenROAD 26Q1-2900-gdf79404cd8, Yosys 0.63+post, stock flow scripts
make -C /OpenROAD-flow-scripts/flow DESIGN_CONFIG=/design/flow/config.mk WORK_HOME=/design/flow/orfs finish
### flow/config.mk
export PLATFORM = sky130hd
export DESIGN_NAME = datamem_plain
export DESIGN_NICKNAME = datamem_plain
export VERILOG_FILES = /design/flow/design.v
export SDC_FILE = /design/flow/constraint.sdc
export NUM_CORES = 4
export LEC_CHECK = 1
export CORE_UTILIZATION = 50
### flow/constraint.sdc
current_design datamem_plain

set clk_period 32.2
set clk_io_pct 0.2

create_clock -name clk0 -period $clk_period [get_ports {clk}]

set non_clock_inputs [all_inputs -no_clocks]
set_input_delay [expr $clk_period * $clk_io_pct] -clock clk0 $non_clock_inputs
set_output_delay [expr $clk_period * $clk_io_pct] -clock clk0 [all_outputs]
### flow/design.v
module datamem (input clk,
    input we, input [31:0] addr, 
	 input [31:0] wd, 
	 output [31:0] rd,
	 input [31:0] bs, input bsf, output [31:0] v);
	 reg [31:0] RAM [63:0];
	 reg [31:0] video;
	 always @(posedge clk)
	     if(we) 
		  begin 
		      if(addr == 32'h0000f000)
				    video <= wd;
				else
		          RAM[addr[31:2]] <= wd; 
		  end		  
	 assign rd = addr == 32'h0000f004 ? bs : (addr == 32'h0000f008 ? bsf : RAM[addr[31:2]]);
	 assign v = ~video;  
endmodule 
module datamem_plain (input clk,
    input we, input [31:0] addr, 
	 input [31:0] wd, 
	 output [31:0] rd);
	 reg [31:0] RAM [63:0];
	 always @(posedge clk)
	     if(we) RAM[addr[31:2]] <= wd;
	 assign rd = RAM[addr[31:2]];  
endmodule
==> CHANGELOG.md <==
## Implementation

* Status: finished clean
* Largest net degree at the start of global routing at 98
* Root Buffer: clkbuf_16
* Top Layout Cells: 2048 x edfxtp_1, 259 x mux2i_1, 205 x clkbuf_16
* Post-DP HPWL at 123000 um
* Die W at 398 um
* Share of cells above drive strength 1 at 18.5%
* Largest stage delay, worst path at 0.80 ns
* Io pins at 98
* Largest register FFs at just over 2000
* Slew Viols, Final at 0
* Maxcap violations at 0
* Final Critical Period at 18.26 ns
* Peak VDD IR at 0.0545 mV
* Routed len/inst at 32.8 um
* Initial drt markers at 2640
* First-pass GRT wire length at 309000 um
* Post-synth EDFFs at roughly 2000
* Worst slew margin at about 30%
* Reg area at 0.0615 mm2
* Setup-failing EPs final at 0
* Multi-input logic area at approximately 0.016 mm2
* Die area at 0.158 mm2
* Num CTS Buffers at 204
* Cycle use final at 56.7%
* Area grow syn2layout at 13.3%
* GRT Util Overall at a little under a third
* CP Buf/Inv Count at 6
* Initial antenna violation count at 25
* Nature of the critical path startpoint: primary input
* Gpl congestion at 0.920
* Synth unique cells at 55
* Most numerous logic cell after layout: edfxtp_1
* Yosys-reported design area after synthesis at around 0.078 mm2
* Lkg Pwr at 28.4 nW
* Hold/Removal Path Class: primary input to flip-flop
* Commonest flop: edfxtp_1
* Reg clk slew, reported paths at 0.06 ns
* Post-synthesis cell count at 4207
* Pwr per Cell Area at 62.7 mW/mm2
* CP Class: primary input to primary output
* Slew @ Worst Pin at 1.04 ns
* IO buf count at 71
* Die Ht at a little under 400 um
* CTS H-Tree Depth at 4
* Yosys warns at 1
* Vias in the first global route at 43300
* # Post-CTS Setup Buffers at 0
* Total wire length at 216000 um
* Initial DRT Pass Iterations at 6
* Pre-Place Util at 50.6%
* Total grt overflow at 0
* Crit-path most repeated cell: buf_4
* CTS tree: yes
* Critical Path RT at 25.76 ns
* Critical-path maximum fanout at 47
* Post-DR vias/cell at 6.31
* Syn avg cell area at 18.6 um2
* Post-synth seq share at 78.6%
* Async SR Flop Fraction at 0%
* RSZ-0062 raised after global routing: false
* Final hold slack at 5.85 ns
* CP Cell Sequence: buf_8, buf_4, buf_4, buf_4, nand2b_2, buf_4, o22a_1, a21oi_1, or4b_1, or4_1, clkdlybuf4s50_1
* Synth Register Bits at ~2000
* Post-route DRC at 0
* FP Rows at roughly 140
* Total tool warning count at 52
* Critical Path AT at 11.82 ns
* Core Box Area at 0.155 mm2
* Fin. Hold Viols at 0
* Yosys stat cell total at roughly 4200
* # hold bufs at CTS at 0
* Cell family with most CP delay: buffers and inverters
* CTS sink count at 2048
* Via Count at about 42000
* Fmax at 0.0548 GHz
* CTS max path bufs at 3
* Setup TNS Final at 0 ns
* PostCTS Resize Cnt at 0
* Cell Area, Synth at 0.0783 mm2
* Slowest stage cell, crit path: or4b_1
* ANT nets after route at 0
* Worst setup EP type: primary output
* Fillers at around 11000
==> kinds of logic (layout without fill, tap and decap cells) <==
family | after synthesis | in the layout | synth area share [%]
mux | 502 | 502 | 8.19
compound gates | 933 | 933 | 8.73
simple gates | 424 | 424 | 2.83
other cells | 0 | 2 | 0
flops | 2048 | 2048 | 78.6
buf+inv | 300 | 635 | 1.70
==> metrics by stage <==
step | std cells | power (mW) | setup WS (ns) | utilization, % | instance area, um2
floorplan | 4207 | 3.15 | 17.21 | - | 78300
global placement | 6219 | 3.32 | 13.96 | 53.1 | 82200
detailed placement | 6219 | 3.32 | 13.99 | 53.1 | 82200
CTS | 6586 | 5.59 | 13.98 | 57.3 | 88700
global route | 6586 | 5.72 | 13.79 | 57.3 | 88700
finish | 6588 | 5.56 | 13.94 | 57.3 | 88700
==> where the power goes <==
group,internal [mW],switching (mW)
clock network,1.30,0.991
registers,2.95,0.00356
logic,0.0940,0.217
total,4.35,1.21
==> area by class of cell <==
type	count	share of cell area, %
diodes	2	0.00564
flip-flops and latches	2048	69.3
inverters	2	0.0169
clock inverters	121	1.35
multi-input cells	1859	18.1
clock buffers	246	5.96
repair buffers	266	2.30
well taps	2044	2.88
==> worst paths after layout <==
check / start / endpoint / slack, ns / depth (start not counted)
min: wd[6] / RAM[49][6] / 5.85 / 1
max: addr[2] / rd[13] / 13.94 / 11
==> metal layers <==
metal	share of wire [%]	track usage (%)
met1	33	42.2
met2	45	42.8
met3	18	24.1
met4	3.3	7.84
met5	0.10	0.575
==> synth_stat cells (2+ instances only) <==
cell type,instances,area [um2]
nor3_1,22,110
nand3b_1,2,15.0
edfxtp_1,2048,61500
a222oi_1,16,160
o21ai_0,84,420
buf_1,33,124
buf_2,83,415
buf_6,2,22.5
and2_1,5,31.3
nor2_1,145,544
a22o_1,66,578
or4_1,15,113
mux2_2,147,1660
mux2i_1,259,2590
nor4_1,14,87.6
a21oi_1,121,606
a221o_1,15,150
o22ai_1,93,582
a2111oi_0,15,131
a221oi_1,175,1530
a31oi_1,43,269
o2bb2ai_1,15,131
and3b_1,2,17.5
buf_4,8,60.1
o311ai_0,2,17.5
or4b_1,14,140
a22oi_1,188,1410
or3_1,4,25.0
nand2_1,28,105
clkbuf_1,168,631
o221ai_1,6,52.6
nor2b_1,8,50.1
o22a_1,70,613
and3_1,85,532
nand4_1,3,18.8
nand2b_1,18,113
a211oi_1,17,128
nand3_1,54,270
mux4_2,96,2160
buf_12,3,60.1
Power figures rest on the tool's default switching activity, not on a simulated workload.
